[./run.sh]
#!/bin/bash
# OpenROAD 26Q1-2900-gdf79404cd8, Yosys 0.63+post, stock flow scripts
make -C /OpenROAD-flow-scripts/flow DESIGN_CONFIG=/design/flow/config.mk WORK_HOME=/design/flow/orfs finish
[./config.mk]
export PLATFORM = sky130hd
export DESIGN_NAME = FinalProject
export DESIGN_NICKNAME = FinalProject
export VERILOG_FILES = /design/flow/design.v
export SDC_FILE = /design/flow/constraint.sdc
export NUM_CORES = 4
export LEC_CHECK = 1
export CORE_UTILIZATION = 30
[./constraint.sdc]
current_design FinalProject

set clk_period 5.1
set clk_io_pct 0.2

create_clock -name clk0 -period $clk_period [get_ports {Clock}]

set non_clock_inputs [all_inputs -no_clocks]
set_input_delay [expr $clk_period * $clk_io_pct] -clock clk0 $non_clock_inputs
set_output_delay [expr $clk_period * $clk_io_pct] -clock clk0 [all_outputs]
[./design.v]
module FinalProject(Clock,Stop1,Stop2,Stop3,Stop4,Resetn,SegmentDisplay1, SegmentDisplay2, SegmentDisplay3, SegmentDisplay4);
input Clock, Resetn,Stop1,Stop2,Stop3,Stop4;
output [0:6]SegmentDisplay1, SegmentDisplay2, SegmentDisplay3, SegmentDisplay4;
wire [2:0]Number, Number2, Number3, Number4;
wire output_clk;
wire Score;
wire [2:0]Number_out;
assign Score=5;
variableClock var_clk(Clock,Score,Resetn,output_clk);
upcounter_slot num1(Clock,output_clk,Stop3,Resetn,Number);
upcounter_slot num2(Clock,output_clk,Stop2,Resetn,Number2);
upcounter_slot num3(Clock,output_clk,Stop1,Resetn,Number3);
upcounter_slot num4(Clock,output_clk,Stop0,Resetn,Number4);
levelstate level(compare_out, Stop, Resetn, x2, x3, x4, score_count);
seg7 Display1(Number[2:0],SegmentDisplay1[0:6]);
register reg1(Number[2:0], Stop, Number_out[2:0]);
compare comp1(Number_out[2:0], Number2[2:0],Stop, compare_out);
seg7next Display2(Number2[2:0],x2,SegmentDisplay2[0:6]);
seg7next Display3(Number3[2:0],x3,SegmentDisplay3[0:6]);
seg7next Display4(Number4[2:0],x4,SegmentDisplay4[0:6]);
endmodule
module variableClock(Clock,Score,Resetn,output_clk);
input Clock, Resetn,Score;
output reg output_clk;
reg[31:0]counter;
always@(posedge Clock, negedge Resetn)
	begin
		if(!Resetn)
			begin	
				counter<=0;
				output_clk<=0;
			end
		else
			begin
				if(counter==10000000)
					begin	
						counter<=0;
						output_clk<=~output_clk;
					end
				else
					begin
						counter<=counter+Score;
					end
			end
	end
endmodule
module upcounter_slot(Clock,output_clk,Stop,Resetn,Number);
	input Clock,Stop,Resetn,output_clk;
	output reg [31:0]Number;
	reg [1:0] y, Y;
	parameter A=2'b00,B=2'b01;
	always@(Stop,y)
		case (y)
			A:	if(!Stop) Y=B;
				else	Y=A;
			B:	if(Stop) Y=B;
				else	Y=B;
			default: Y=2'bxx;	 
		endcase
		always@(negedge Resetn, posedge Clock)
			if (Resetn==0) y<=A;
			else y<=Y;		
		always @ (posedge output_clk,negedge Resetn)
			if(!Resetn)
				Number<=0;
			else if(y==B)
				Number<=Number;
			else if(Clock)
				Number<=Number+1;	
endmodule
module seg7(signalIn,ledOut);
	input [2:0]signalIn;
	output reg [6:0]ledOut;
	always @(signalIn)
		case(signalIn)
			0:ledOut = 7'b0000001;
			1:ledOut = 7'b1001111;
			2:ledOut = 7'b0010010;
			3:ledOut = 7'b0000110;
			4:ledOut = 7'b1001100;
			5:ledOut = 7'b0100100;
			6:ledOut = 7'b0100000;
			7:ledOut = 7'b0001111;
			default:ledOut = 7'bx;
		endcase
endmodule
module seg7next(signalIn,x,ledOut);
   input x;
	input [2:0]signalIn;
	output reg [6:0]ledOut;
	always @(signalIn)
	   if (x==1)
		begin
		case(signalIn)
			0:ledOut = 7'b0000001;
			1:ledOut = 7'b1001111;
			2:ledOut = 7'b0010010;
			3:ledOut = 7'b0000110;
			4:ledOut = 7'b1001100;
			5:ledOut = 7'b0100100;
			6:ledOut = 7'b0100000;
			7:ledOut = 7'b0001111;
			default:ledOut = 7'bx;
		endcase
		end
		else
		ledOut = 7'b1111111;
endmodule
module levelstate(compare_out, Clock, Resetn, x2, x3, x4, score_count);
  input compare_out, Resetn;
  input Clock;
  output reg x2, x3, x4, score_count;
  reg[2:1]y, Y;
  parameter[3:1]A=3'b000, B=3'b001, C=3'b010, D=3'b011, E=3'b100;
  always @(compare_out, y)
  begin
  case(y)
    A:Y=B;
	 B:if(compare_out) Y=C;
	   else Y=A;
	 C:if(compare_out) Y=D;
	   else Y=A;
	 D:if(compare_out) Y=E;
	   else Y=A;
	 E: Y=B;
	 default: Y=2'bxx;
	endcase
	x2=(y==B || y==C || y==D);
	x3=(y==C || y==D);
	x4=(y==D);
	score_count=(y==E);
	end
	always @(posedge Clock, negedge Resetn)
	if (Resetn==0)
	y<=A;
	else
	y<=Y;
endmodule
module compare(x1, x2,Clock, compare_out);
   input [2:0]x1, x2;
	input Clock;
	output reg compare_out;
	always @(posedge Clock)
	compare_out <= (x1 == x2);
endmodule
module register(x,Clock, x_reg);
input [2:0]x;
input Clock;
output reg [2:0]x_reg;
always @(posedge Clock)
  x_reg=x;
endmodule 
==> results.sh <==
# flow metrics
export IMPL_r2r_start="var_clk.counter[4]"
export IMPL_wl_per_cell_um=11.6
export IMPL_worst_path_max_fanout=10
export IMPL_ys_seq_share_pct=43.7
export IMPL_synth_avg_cell_area_um2=10.2
export IMPL_status="completed"
export IMPL_met2_length_um=1580
export IMPL_slew_headroom_pct=49.9
export IMPL_p_seq_share_pct=45.9
export IMPL_hold_class="flip-flop to flip-flop"
export IMPL_instances_no_fill=325
export IMPL_p_leak_nw=1.07
export IMPL_seq_area_um2=926
export IMPL_io_pins=34
export IMPL_drc=0
export IMPL_drt_initial_drc_count=114
export IMPL_dieWidth_um=86.0
export IMPL_fin_util_pct=35.8
export IMPL_swShare_pct=20.5
export IMPL_via_per_inst=4.50
export IMPL_drive_gt1_share_pct=13.5
export IMPL_skew_ps=1.21
export IMPL_ant_nets=0
export IMPL_hpwlAfterDp_um=2480
export IMPL_path_delay_family="simple AND/OR/NAND/NOR gates"
export IMPL_yosysChipArea_mm2=0.00212
export IMPL_max_stage_delay_ps=430
export IMPL_area_growth_pct=14.9
export IMPL_crit_buf_inv=1
export IMPL_chipArea_mm2=0.00740
export IMPL_grt_use_total_pct=11.7
export IMPL_p_clk_share_pct=52.8
export IMPL_path_cells="nor4_1, nand4_1, nor3_1, buf_4, and2b_1"
export IMPL_critPathCapture="var_clk.counter[1]"
export IMPL_cap_violations=0
export IMPL_finalSetupViolations=0
export IMPL_synthesis_area_mm2=0.00212
export IMPL_cts_resized=0
export IMPL_regToRegSetupSlack_ps=3140
export IMPL_grt_max_degree=38
export IMPL_initCoreUtil_pct=31.2
export IMPL_finalHoldViolCount=0
export IMPL_max_slew_worst_pin_slew_ps=745
export IMPL_cp_end_kind="flip-flop"
export IMPL_startpoint_type="flip-flop"
export IMPL_largest_area_cell="dfrtp_1"
export IMPL_ys_warn_count=20
export IMPL_synth_main_ff_cell="dfrtp_1"
export IMPL_layout_min_cycle_time_ps=1960
export IMPL_ys_types=44
export IMPL_grt_pass1_vias=1455
export IMPL_antenna_found_initial=0
export IMPL_top_cell_area_share_pct=43.7
export IMPL_hold_slack_ps=471
export IMPL_combPwrFrac_pct=1.3
export IMPL_reg2regPathDepth=5
export IMPL_rows=30
export IMPL_first_pass_iters=4
export IMPL_drt_wl_total_um=3770
export IMPL_vdd_drop_max_v=0.000138
export IMPL_p_per_area_mw_per_mm2=241
export IMPL_die_h_um=86.0
export IMPL_cts_setup_buffers=0
export IMPL_synth_stat_cells=207
export IMPL_r2r_end="var_clk.counter[1]"
export IMPL_clk_latency_ps=380
export IMPL_arrival_ps=2240
export IMPL_area_leaders="dfrtp_1 (44%), xnor2_1 (9.1%), buf_4 (7.8%)"
export IMPL_dr_wl_met3_um=168
export IMPL_top_layer="met4"
export IMPL_critPathSlowestCell="dfrtp_1"
export IMPL_place_inst=308
export IMPL_ys_flops=37
export IMPL_finalMaxSlewViolations=0
export IMPL_rsz0062_at_grt="no"
export IMPL_fmax_ghz=0.509
export IMPL_port_buffers=9
export IMPL_untimed_endpoints=10
export IMPL_fin_setup_tns_ps=0
export IMPL_logic_area_mm2=0.00106
export IMPL_unclocked_regs=3
export IMPL_wl_met1_um=1950
export IMPL_ys_async_sr_fraction_pct=100
export IMPL_crit_start="var_clk.counter[4]"
export IMPL_cp_data_required_time_ps=5380
export IMPL_path_class="flip-flop to flip-flop"
export IMPL_warnings=38
export IMPL_synth_edff_count=0
export IMPL_fin_crit_sh_pct=38.5
export IMPL_internal_power_mw=0.467
export IMPL_netlist_instances=207
export IMPL_ctsHoldBuffers=0
export IMPL_power_switching_mw=0.121
export IMPL_gp_congestion=0.822
export IMPL_cts_clk_slew_worst_paths_ps=60
export IMPL_n_fill_cell=643
export IMPL_n_antenna_cell=0
export IMPL_grt_overflow=0
export IMPL_cts_tree="yes"
export IMPL_num_vias=1463
export IMPL_core_mm2=0.00679
export IMPL_cp_depth=5
export IMPL_grt_pass1_wl_um=6710
-- power by group through the flow --
stage / clock network, mW / logic (mW) / registers (mW)
after CTS: 0.324 / 0.00803 / 0.270
after global routing: 0.335 / 0.00963 / 0.269
final: 0.310 / 0.00735 / 0.270
-- kinds of logic (layout without fill, tap and decap cells) --
logic type / count (synthesis) / in the layout / synth area share (%)
buffers and inverters: 32 / 34 / 9.75
AOI/OAI and AO/OA: 12 / 12 / 3.54
muxes: 2 / 2 / 1.00
adders and majority gates: 7 / 7 / 4.13
DFF: 37 / 37 / 43.7
and+or+nand+nor: 88 / 88 / 25.8
xor gates and xnor gates: 28 / 28 / 11.9
other: 1 / 21 / 0.177
-- layout make-up --
| cell class | instances | area share [%] |
|---|---|---|
| clock buffer | 17 | 8.38 |
| tap | 96 | 4.94 |
| multi-input combinational | 158 | 43.6 |
| inverter | 6 | 0.925 |
| sequential | 37 | 38.0 |
| timing repair buffer | 11 | 4.11 |
-- synth_stat cells, types with 3 or more instances --
cell and count:
nand4_1 16, inv_1 6, nand2_1 9, nor4_1 7
dfrtp_1 37, ha_1 7, xor2_1 5, xnor2_1 22
nor3_1 3, nor2_1 14, nand3_1 13, buf_4 22
a21oi_1 5, and2_1 3
-- metrics by stage --
stage	worst slack (ps)	power (mW)	cell area (um2)
CTS	3200	0.601	2430
finish	3140	0.588	2430
global placement	3240	0.285	2230
global route	3020	0.614	2430
detailed placement	3240	0.285	2230
floorplan	3630	0.288	2190
-- worst reg2reg max path: stages, from the launching register on --
cell and delay (ps):
dfrtp_1 430, nor4_1 410, nand4_1 200, nor3_1 360, buf_4 260, and2b_1 190
-- sequential cells by signal, indices dropped and copies added (netlist names) --
| signal | cells |
|---|---|
| num1.Number | 3 |
| num1.y | 1 |
| var_clk.counter | 32 |
| var_clk.output_clk | 1 |
-- per-layer routing --
layer | vias to the layer above | global-route usage, %
met5 | - | 0
met4 | 0 | 3.94
met3 | 10 | 4.59
met2 | 40 | 15.1
met1 | 682 | 18.0
li1 | 731 | -
-- layout by cell type (no fill, tap or decap), types with 3 or more instances in the layout --
| master | Yosys | final |
|---|---|---|
| xor2_1 | 5 | 5 |
| dfrtp_1 | 37 | 37 |
| a21oi_1 | 5 | 5 |
| nand3_1 | 13 | 13 |
| conb_1 | 1 | 21 |
| nand2_1 | 9 | 9 |
| nor4_1 | 7 | 7 |
| nor3_1 | 3 | 3 |
| clkdlybuf4s50_1 | 0 | 8 |
| nor2_1 | 14 | 14 |
| ha_1 | 7 | 7 |
| inv_1 | 6 | 6 |
| clkbuf_1 | 1 | 3 |
| and2_1 | 3 | 3 |
| clkbuf_8 | 0 | 14 |
| xnor2_1 | 22 | 22 |
| nand4_1 | 16 | 16 |
-- worst min path at each step --
stage                  startpoint             endpoint  slack [ps]  cells after the start
finish        var_clk.counter[31]  var_clk.counter[31]         470                      1
global route  var_clk.counter[31]  var_clk.counter[31]         490                      1
CTS           var_clk.counter[31]  var_clk.counter[31]         480                      1
No activity file was given, so power comes from the tool's default toggle rates.
